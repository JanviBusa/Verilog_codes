===== flow/config.mk =====
export PLATFORM = sky130hd
export DESIGN_NAME = moore_overlapping_101111
export DESIGN_NICKNAME = moore_overlapping_101111
export VERILOG_FILES = /design/flow/design.v
export SDC_FILE = /design/flow/constraint.sdc
export NUM_CORES = 4
export LEC_CHECK = 1
export CORE_AREA = 10 10 70 70
export DIE_AREA = 0 0 80 80

===== flow/constraint.sdc =====
current_design moore_overlapping_101111

set clk_period 1.0
set clk_io_pct 0.2

create_clock -name clk0 -period $clk_period [get_ports {clk}]

set non_clock_inputs [all_inputs -no_clocks]
set_input_delay [expr $clk_period * $clk_io_pct] -clock clk0 $non_clock_inputs
set_output_delay [expr $clk_period * $clk_io_pct] -clock clk0 [all_outputs]

===== flow/design.v =====
module moore_overlapping_101111 (input clk, rst, x, output z);
  parameter s0 = 3'b000;
  parameter s1 = 3'b001;
  parameter s2 = 3'b010;
  parameter s3 = 3'b011;
  parameter s4 = 3'b100; 
  parameter s5 = 3'b101;
  parameter s6 = 3'b110;
  reg [3:0] state, next_state;
  always @(posedge clk or posedge rst) begin
    if(rst) begin 
      state <= s0;
    end
    else state <= next_state;
  end
  always @(state or x) begin
    case(state)
      s0: begin
           if(x == 0) next_state = s0;
           else       next_state = s1;
         end
      s1: begin
           if(x == 0) next_state = s2;
           else       next_state = s1;
         end
      s2: begin
           if(x == 0) next_state = s0;
           else       next_state = s3;
         end
      s3: begin
           if(x == 0) next_state = s2;
           else       next_state = s4;
         end
      s4: begin
           if(x == 0) next_state = s2;
           else       next_state = s5; 
         end
      s5: begin
           if(x == 0) next_state = s2;
           else       next_state = s6;
         end
      s6: begin
           if(x == 0) next_state = s2;
           else       next_state = s1;
         end
      default: next_state = s0;
    endcase
  end
  assign z = (state == s6)? 1:0;
endmodule

===== flow/run.sh =====
#!/bin/bash
# OpenROAD 26Q1-2900-gdf79404cd8, Yosys 0.63+post, stock flow scripts
make -C /OpenROAD-flow-scripts/flow DESIGN_CONFIG=/design/flow/config.mk WORK_HOME=/design/flow/orfs finish

==> run summary <==
Notes on the flow run.

- The flow ran to the end, and the final reports show no timing, DRC or antenna violations.
- The fraction of the core area occupied by cells at floorplan is 6.89%, for reference.
- Entering global routing, the biggest net connects 8 pins.
- The static leakage is 0.153 nW, for reference.
- Across all layers, the routed design uses 158 vias.
- Ranked by flip-flop count, first place goes to state.
- The gate count of the mapped netlist is 18, for reference.
- Counting flops with a built-in enable in the synthesized netlist gives 0.
- The worst path buffer plus inverter count is 1, for reference.
- The main area contributors are dfrtp_1 64%, dfstp_2 11%, and2_1 11%, nor2_1 4.8%, o31a_1 3.7%.
- The critical-path maximum fanout is 2, for reference.
- TritonCTS built the clock tree.
- The number of antenna violations at the first check in global routing was 0.
- The count of antenna-violating nets left after detailed routing is 0, for reference.
- The total track usage is 1.77%, for reference.
- The register with the most flip-flops in the layout has 7 of them.
- The pre-antenna-repair detailed-routing pass consisted of 3 iterations.
- The half-perimeter wire length after detailed placement is 329 um, for reference.
- The port buffer count is 3, for reference.
- The root buffer cell is clkbuf_4, for reference.
- The number of different library cells in the post-synthesis netlist is 8, for reference.
- The final-report setup violation count is 0, for reference.
- Across the run, the number of max-cap violations was 0.
- The sequential cell area fraction in the yosys report is 75.0%, for reference.
- The pin closest to its max-slew limit shows a slew of 245 ps.
- The routability-driven placement congestion ratio is 0.736, for reference.
- The registers reported with the highest flop counts are state x7.
- The number of violations reported at the end of detailed-routing iteration 0 is 10, for reference.
- The startpoint of the lowest-slack register-to-register path is state[3]$_DFF_PP0_, for reference.
- The delay of the slowest critical-path stage is 370 ps, for reference.
- The total count of max-transition violations in the final report is 0, for reference.
- The worst VDD IR drop from the latest analysis is 0.000357 V.
- The post-CTS setup repair buffer count is 0, for reference.
- The achievable frequency is 1.08 GHz, for reference.
- The kind of cell adding the most delay to the critical path is flip-flops, for reference.
- The count of H-tree levels built during CTS is 1, for reference.
- The number of standard cells reported by yosys is 18, for reference.
- Compared with the post-synthesis result, the final layout area differs by 49.5%.
- Summing all placed instances gives a cell area of 330 um2.
- Setup repair after global routing left no endpoint under its margin.
- The startpoint type of the worst setup path is a flip-flop, for reference.
- Cells with a size suffix above 1 make up 23.1% of the layout.
- The per-cell routed wire length is 6.14 um, for reference.
- The worst pin sits at a relative slew slack of 83.7%.
- Yosys instantiated no cell more often than dfrtp_1.
- The report lists the power per cell area as 1710 nW/um2.
- The library cell with the largest summed area after synthesis is dfrtp_1, for reference.
- The type recorded for the worst min-delay path is in2async.
- A synthesized cell averages 13.1 um2.
- For the worst setup path, the data arrival time is 730 ps.
- The chip area is 6400 um2, for reference.
- The number of flip-flops and latches in the synthesized netlist is 7, for reference.
- Hold timing on the final database bottoms out at a slack of 173 ps.
- Post-route period utilization is reported as 92.7%.
- The prevailing post-synth register cell is dfrtp_1, for reference.
- The overall die height is 80 um, for reference.
- The final design area excluding fillers is 352 um2, for reference.
- The stage logs contain a warning count of 25.
- The clock insertion delay at the later pin of the skew report is 250 ps, for reference.
- The post-route minimum period is 927 ps, for reference.
- The terminus of the critical flop-to-flop path is state[4]$_DFF_PP0_, for reference.
- The top cell type's share of synthesized area is 63.8%, for reference.
- The number of clock buffers added by TritonCTS is 3.
- The floorplan report gives the top-level pin count as 4.
- Listed in order, past its start point the critical path passes buf_2.
- Counting instances in the post-synthesis netlist gives the leading cell types as 6 x dfrtp_1, 4 x and2_1, 3 x nor2_1.
- The number of instances in the placed design is 68, for reference.
- On the worst setup and hold paths after CTS, the clock-pin slew comes to 50 ps.
- The DRC violation count after routing is 0, for reference.
- Endpoints failing hold in the final report were tallied at 0.
- The area inside the core boundary is 3420 um2, for reference.
- The total congestion overflow after global routing is 0, for reference.
- The count of cells in the finished layout, fillers not included, comes to 72.
- The sort of element at the end of the critical path is a primary output, for reference.
- The number of standard-cell rows in the floorplan is 21, for reference.
- The count of clock tree sinks is 7, for reference.
- The number of global-route vias before repair is 187.
- Data on the critical path is required at its endpoint by 800 ps.
- The kind of critical path is reg2out, for reference.
- The clock tree buffer depth is 2, for reference.
- The number of hold buffers added after CTS was 0.
- The async set-or-reset flop fraction in the synthesized netlist is 100%, for reference.
- The post-synthesis cell area is 235 um2, for reference.
- The number of cell instances on the worst register-to-register path is 2, for reference.
- The detailed-route vias per instance is 2.19, for reference.
- The area recorded from the Yosys report for this design is 235 um2.
- The wire length recorded after detailed routing is 442 um.
- The setup slack of the worst register-to-register path is 100 ps, for reference.
- The floorplan step set the die width to 80 um.
- The first global-routing pass estimated 821 um of wire.
- The warning tally printed by Yosys for this design is 1.
- Between clock sinks in the finished design, the worst skew comes to 6.52 ps.
- The total antenna diodes in the routed design is 0, for reference.
- Per the STA report, the cell with the highest stage delay on the worst path is dfrtp_1.
==> cell usage in the layout (no fill, tap or decap), drive strengths merged <==
master / count
clkdlybuf4s50: 2
dfstp: 1
inv: 1
dfrtp: 6
nor3: 1
a21oi: 1
nor2: 3
and2: 4
buf: 2
o31a: 1
clkbuf: 4
==> how the worst max path moves through the flow <==
stage | startpoint | endpoint | slack, ps | cells after the start
4_1_cts | state[3]$_DFF_PP0_ | z | 60 | 1
5_1_grt | state[3]$_DFF_PP0_ | z | 30 | 1
6_report | state[3]$_DFF_PP0_ | z | 70 | 1
==> metrics by stage <==
| stage | total power [mW] | setup TNS (ps) | setup slack (ps) | util (%) |
|---|---|---|---|---|
| final | 0.600 | 0 | 73.3 | 10.3 |
| after global routing | 0.646 | 0 | 34.4 | 10.3 |
| after CTS | 0.610 | 0 | 63.2 | 10.3 |
| after detailed placement | 0.355 | -54.6 | -19.7 | 9.67 |
| after global placement | 0.351 | 0 | 13.1 | 9.67 |
| after floorplan | 0.335 | 0 | 248 | - |
==> cells by family after synthesis <==
family	synth area share, %
and+or+nand+nor	17.5
DFF	75.0
AOI/OAI and AO/OA	5.85
buffers and inverters	1.59
==> power breakdown <==
part | switching (mW) | total [mW] | internal, mW
combinational | 0.0183 | 0.0371 | 0.0188
clock | 0.0984 | 0.250 | 0.152
sequential | 0.00887 | 0.313 | 0.304
total | 0.126 | 0.600 | 0.474
==> layer usage <==
metal  routed length (um)  GRT usage (%)  part of all wire, %  vias up
met4                    0          0.352                    0        0
met1                  174           1.62                   39       74
met2                  165           2.25                   37        7
met3                  101           2.50                   23        0
li1                     -              -                    -       77
met5                    0              0                    0        -
==> repair_timing <==
action | CTS | global route
resized | 3 | 0
endpoints found under the setup margin | 1 | 0
endpoints found under the hold margin | 0 | 0
==> layout make-up <==
class / count / area, um2
fillers: 395 / 3060
repair buffers: 4 / 32.5
flip-flops and latches: 7 / 176
multi-input cells: 10 / 55.1
clock buffers: 4 / 26.3
inverters: 1 / 3.75
well taps: 46 / 57.6
Power is estimated from default activity; no workload was simulated.
