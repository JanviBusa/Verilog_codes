===== constraint.sdc =====
current_design encoder_16x4

set clk_period 1.0
set clk_io_pct 0.2

create_clock -name clk0 -period $clk_period

set non_clock_inputs [all_inputs -no_clocks]
set_input_delay [expr $clk_period * $clk_io_pct] -clock clk0 $non_clock_inputs
set_output_delay [expr $clk_period * $clk_io_pct] -clock clk0 [all_outputs]

===== run.sh =====
#!/bin/bash
# OpenROAD 26Q1-2900-gdf79404cd8, Yosys 0.63+post, stock flow scripts
make -C /OpenROAD-flow-scripts/flow DESIGN_CONFIG=/design/flow/config.mk WORK_HOME=/design/flow/orfs finish

===== config.mk =====
export PLATFORM = sky130hd
export DESIGN_NAME = encoder_16x4
export DESIGN_NICKNAME = encoder_16x4
export VERILOG_FILES = /design/flow/design.v
export SDC_FILE = /design/flow/constraint.sdc
export NUM_CORES = 4
export LEC_CHECK = 1
export CORE_AREA = 10 10 70 70
export DIE_AREA = 0 0 80 80

===== design.v =====
module encoder_4x2(v,in3,in2,in1,in0,y1,y0);
input in3,in2,in1,in0;
output y1,y0,v;
assign y0=(in3|in1), y1=(in3|in2);
assign v=(in3|in2|in1|in0);
endmodule
module encoder_16x4(v,in,out);
input [15:0]in;
output [3:0]out;
output v;
wire v1,v2,v3,v4;
wire w1,w2,w3,w4,w5,w6,w7,w8;
encoder_4x2 e1(v1,in[3],in[2],in[1],in[0],w2,w1);
encoder_4x2 e2(v2,in[7],in[6],in[5],in[4],w4,w3);
encoder_4x2 e3(v3,in[11],in[10],in[9],in[8],w6,w5);
encoder_4x2 e4(v4,in[15],in[14],in[13],in[12],w8,w7);
encoder_4x2 e5(v,v4,v3,v2,v1,out[3],out[2]);
assign out[0]=(w1|w3|w5|w7);
assign out[1]=(w2|w4|w6|w8);
endmodule
module encoder_16x4_tb();
reg [15:0]in;
wire [3:0]out;
wire v;
encoder_16x4 en1(v,in,out);
initial
begin
	$monitor($time," V=%b i15=%b i14=%b i13=%b i12=%b i11=%b i10=%b i9=%b i8=%b i7=%b i6=%b i5=%b i4=%b i3=%b i2=%b i1=%b i0=%b out0=%b out1=%b out2=%b out3=%b ",v,in[15],in[14],in[13],in[12],in[11],in[10],in[9],in[8],in[7],in[6],in[5],in[4],in[3],in[2],in[1],in[0],out[3],out[2],out[1],out[0]);
end
initial
begin
in[15]=1'b1;in[14]=1'b0;in[13]=1'b0;in[12]=1'b0;in[11]=1'b0;in[10]=1'b0;in[9]=1'b0;in[8]=1'b0;in[7]=1'b0;in[6]=1'b0;in[5]=1'b0;in[4]=1'b0;in[3]=1'b0;in[2]=1'b0;in[1]=1'b0;in[0]=1'b0;
#5;
in[15]=1'b0;in[14]=1'b1;in[13]=1'b0;in[12]=1'b0;in[11]=1'b0;in[10]=1'b0;in[9]=1'b0;in[8]=1'b0;in[7]=1'b0;in[6]=1'b0;in[5]=1'b0;in[4]=1'b0;in[3]=1'b0;in[2]=1'b0;in[1]=1'b0;in[0]=1'b0;
#5;
in[15]=1'b0;in[14]=1'b0;in[13]=1'b1;in[12]=1'b0;in[11]=1'b0;in[10]=1'b0;in[9]=1'b0;in[8]=1'b0;in[7]=1'b0;in[6]=1'b0;in[5]=1'b0;in[4]=1'b0;in[3]=1'b0;in[2]=1'b0;in[1]=1'b0;in[0]=1'b0;
#5;
in[15]=1'b0;in[14]=1'b0;in[13]=1'b0;in[12]=1'b1;in[11]=1'b0;in[10]=1'b0;in[9]=1'b0;in[8]=1'b0;in[7]=1'b0;in[6]=1'b0;in[5]=1'b0;in[4]=1'b0;in[3]=1'b0;in[2]=1'b0;in[1]=1'b0;in[0]=1'b0;
#5;
in[15]=1'b0;in[14]=1'b0;in[13]=1'b0;in[12]=1'b0;in[11]=1'b1;in[10]=1'b0;in[9]=1'b0;in[8]=1'b0;in[7]=1'b0;in[6]=1'b0;in[5]=1'b0;in[4]=1'b0;in[3]=1'b0;in[2]=1'b0;in[1]=1'b0;in[0]=1'b0;
#5;
in[15]=1'b0;in[14]=1'b0;in[13]=1'b0;in[12]=1'b0;in[11]=1'b0;in[10]=1'b1;in[9]=1'b0;in[8]=1'b0;in[7]=1'b0;in[6]=1'b0;in[5]=1'b0;in[4]=1'b0;in[3]=1'b0;in[2]=1'b0;in[1]=1'b0;in[0]=1'b0;
#5;
in[15]=1'b0;in[14]=1'b0;in[13]=1'b0;in[12]=1'b0;in[11]=1'b0;in[10]=1'b0;in[9]=1'b1;in[8]=1'b0;in[7]=1'b0;in[6]=1'b0;in[5]=1'b0;in[4]=1'b0;in[3]=1'b0;in[2]=1'b0;in[1]=1'b0;in[0]=1'b0;
#5;
in[15]=1'b0;in[14]=1'b0;in[13]=1'b0;in[12]=1'b0;in[11]=1'b0;in[10]=1'b0;in[9]=1'b0;in[8]=1'b1;in[7]=1'b0;in[6]=1'b0;in[5]=1'b0;in[4]=1'b0;in[3]=1'b0;in[2]=1'b0;in[1]=1'b0;in[0]=1'b0;
#5;
in[15]=1'b0;in[14]=1'b0;in[13]=1'b0;in[12]=1'b0;in[11]=1'b0;in[10]=1'b0;in[9]=1'b0;in[8]=1'b0;in[7]=1'b1;in[6]=1'b0;in[5]=1'b0;in[4]=1'b0;in[3]=1'b0;in[2]=1'b0;in[1]=1'b0;in[0]=1'b0;
#5;
in[15]=1'b0;in[14]=1'b0;in[13]=1'b0;in[12]=1'b0;in[11]=1'b0;in[10]=1'b0;in[9]=1'b0;in[8]=1'b0;in[7]=1'b0;in[6]=1'b1;in[5]=1'b0;in[4]=1'b0;in[3]=1'b0;in[2]=1'b0;in[1]=1'b0;in[0]=1'b0;
#5;
in[15]=1'b0;in[14]=1'b0;in[13]=1'b0;in[12]=1'b0;in[11]=1'b0;in[10]=1'b0;in[9]=1'b0;in[8]=1'b0;in[7]=1'b0;in[6]=1'b0;in[5]=1'b1;in[4]=1'b0;in[3]=1'b0;in[2]=1'b0;in[1]=1'b0;in[0]=1'b0;
#5;
in[15]=1'b0;in[14]=1'b0;in[13]=1'b0;in[12]=1'b0;in[11]=1'b0;in[10]=1'b0;in[9]=1'b0;in[8]=1'b0;in[7]=1'b0;in[6]=1'b0;in[5]=1'b0;in[4]=1'b1;in[3]=1'b0;in[2]=1'b0;in[1]=1'b0;in[0]=1'b0;
#5;
in[15]=1'b0;in[14]=1'b0;in[13]=1'b0;in[12]=1'b0;in[11]=1'b0;in[10]=1'b0;in[9]=1'b0;in[8]=1'b0;in[7]=1'b0;in[6]=1'b0;in[5]=1'b0;in[4]=1'b0;in[3]=1'b1;in[2]=1'b0;in[1]=1'b0;in[0]=1'b0;
#5;
in[15]=1'b0;in[14]=1'b0;in[13]=1'b0;in[12]=1'b0;in[11]=1'b0;in[10]=1'b0;in[9]=1'b0;in[8]=1'b0;in[7]=1'b0;in[6]=1'b0;in[5]=1'b0;in[4]=1'b0;in[3]=1'b0;in[2]=1'b1;in[1]=1'b0;in[0]=1'b0;
#5;
in[15]=1'b0;in[14]=1'b0;in[13]=1'b0;in[12]=1'b0;in[11]=1'b0;in[10]=1'b0;in[9]=1'b0;in[8]=1'b0;in[7]=1'b0;in[6]=1'b0;in[5]=1'b0;in[4]=1'b0;in[3]=1'b0;in[2]=1'b0;in[1]=1'b1;in[0]=1'b0;
#5;
in[15]=1'b0;in[14]=1'b0;in[13]=1'b0;in[12]=1'b0;in[11]=1'b0;in[10]=1'b0;in[9]=1'b0;in[8]=1'b0;in[7]=1'b0;in[6]=1'b0;in[5]=1'b0;in[4]=1'b0;in[3]=1'b0;in[2]=1'b0;in[1]=1'b0;in[0]=1'b1;
#5;
end
initial
begin
$dumpfile("encoder_16x4.dump");
$dumpvars(0,encoder_16x4_tb);
end
endmodule

==> flow_summary.yaml <==
# implementation run metrics
synth:
  ys_sh_simple_pct: 85.7
  synthMuxAreaShare_pct: 0
  ys_warn_count: 0
  syn_inst: 15
  xor_share_pct: 0
  ys_cells: 15
  synth_area_um2: 105
  logic_family: "simple AND/OR/NAND/NOR gates"
  synth_seq_share_pct: 0
  ys_types: 5
  ys_sh_aoi_pct: 0
  ys_chip_area_um2: 105
  ys_sh_adder_pct: 0
  syn_avg_cell_area_um2: 7.01
setup_path:
  start_kind: "primary input"
  endpoint_kind: "output pin"
  worstPathMaxFanout: 2
  cpMaxStageDelayCell: "dlygate4sd2_1"
  cp_num_cells: 4
  crit_buf_inv: 2
  arrival_ns: 0.94
  crit_type: "primary input to output pin"
  crit_required_ns: 0.80
  crit_chain: "dlygate4sd2_1, nor4_2, nand4_1, buf_2"
  critPathMaxStageDelay_ns: 0.25
  cp_top_family: "buffers and inverters"
global_route:
  antenna_found_initial: 1
  grt-ovfl-total: 0
  grt_pass1_wl_mm: 1.39
  grtUsageMet1_pct: 3.82
  grt_max_degree: 4
  grt_usage_pct: 2.82
  gr-usage-met3_pct: 2.05
  grt_most_used_layer: "met1"
  grt_use_met2_pct: 3.69
  grt_pass1_vias: 251
routing:
  drt_iter0_markers: 3
  ant_nets: 0
  dr.pass1.iters: 4
  finalWirelength_mm: 1.04
  drt-vias-per-instance: 2.75
  drc_errors: 0
  vias: 231
  wire_per_inst_um: 12.3
final_timing:
  rsz0062_at_grt: "true"
  setup_tns_ns: -0.400
  hold_violations: 0
  setup_viol: 4
  fmax_ghz: 0.879
  tightestPinTransition_ns: 0.264
  min_period_ns: 1.14
  setup_slack_ns: -0.138
  slew_viol_final: 0
  timing.slew.headroom_pct: 82.3
  period_used_pct: 114
finish:
  areaGrowthSynthToFinish_pct: 301
  regArea_um2: 0
  nClkBuffers: 0
  drive_above_1_share_pct: 81.1
  ff_count: 0
  fin_util_pct: 12.3
  layout_top_cells: "buf_2, buf_6, nor4_4"
  mostFrequentLayoutCell: "buf_2"
floorplan:
  dieArea_um2: 6400
  rows: 21
  initCoreUtil_pct: 3.08
  num_io_pins: 21
  die_width_um: 80
  die_h_um: 80
  core_area_um2: 3420
status:
  violations: "setup timing"
  status: "finished, violations left"
flow_run:
  warnings: 34
  cap_violations: 0
power:
  power_density_nw_per_um2: 287
  irDropWorstVdd_uv: 54.2
  leakage_nw: 0.127
  fin_total_pwr_mw: 0.121
placement:
  place_congestion: 0.763
  port-buffer-count: 21
worst_hold_path:
  holdPathStages: 4
  hp-class: "primary input to output pin"
## report_power, final
group / internal (mW) / total, mW / switching, mW
Clock: 0.000000134 / 0.000000134 / 0
Sequential: 0 / 0 / 0
Combinational: 0.0632 / 0.121 / 0.0576
## through the flow
stage | worst slack (ns) | cell area (um2) | hold slack (ns) | std cells
floorplan | 0.0918 | 105 | 0.444 | 15
global placement | -0.787 | 358 | 1.47 | 80
detailed placement | -0.806 | 358 | 1.47 | 80
CTS | -0.152 | 368 | 0.671 | 82
global route | -0.198 | 422 | 0.677 | 84
finish | -0.138 | 422 | 0.658 | 84
## cells by family (layout without fill, tap and decap cells)
| logic type | Yosys count | count (layout) |
|---|---|---|
| other | 0 | 1 |
| buffers and inverters | 2 | 24 |
| and+or+nand+nor | 13 | 13 |
## per-layer routing
metal	vias to the layer above	wire length, um
li1	107	-
met1	107	484
met2	17	360
met3	0	191
met4	0	0
met5	-	0
## cell type report
type                            instances  area (um2)
Fill cell                             400        2990
Antenna cell                            1        2.50
Timing Repair Buffer                   24         188
Tap cell                               46        57.6
Multi-Input combinational cell         13         174
## worst paths after layout
| check | from | end | slack, ns |
|---|---|---|---|
| min | in[10] | out[1] | 0.66 |
| max | in[0] | v | -0.14 |
## timing repair
action / 4_1_cts / 5_1_grt
pin swaps: 13 / 10
setup endpoints to repair: 5 / 5
hold buffers: 0 / 0
setup buffers: 2 / 1
resized: 85 / 14
## synthesized netlist by cell type
cell     instances  area (um2)
nor4_1           5        31.3
nand2_1          4        15.0
nor4_2           3        37.5
buf_4            2        15.0
nand4_1          1        6.26
Power figures rest on the tool's default switching activity, not on a simulated workload.
