### config.mk
export PLATFORM = sky130hd
export DESIGN_NAME = moore_non_overlapping_101111
export DESIGN_NICKNAME = moore_non_overlapping_101111
export VERILOG_FILES = /design/flow/design.v
export SDC_FILE = /design/flow/constraint.sdc
export NUM_CORES = 4
export LEC_CHECK = 1
export CORE_AREA = 10 10 70 70
export DIE_AREA = 0 0 80 80
### constraint.sdc
current_design moore_non_overlapping_101111

set clk_period 1.6
set clk_io_pct 0.2

create_clock -name clk0 -period $clk_period [get_ports {clk}]

set non_clock_inputs [all_inputs -no_clocks]
set_input_delay [expr $clk_period * $clk_io_pct] -clock clk0 $non_clock_inputs
set_output_delay [expr $clk_period * $clk_io_pct] -clock clk0 [all_outputs]
### design.v
module moore_non_overlapping_101111 (input clk, rst, x, output z);
  parameter s0 = 3'b000;
  parameter s1 = 3'b001;
  parameter s2 = 3'b010;
  parameter s3 = 3'b011;
  parameter s4 = 3'b100; 
  parameter s5 = 3'b101;
  parameter s6 = 3'b110;
  reg [3:0] state, next_state;
  always @(posedge clk or posedge rst) begin
    if(rst) begin 
      state <= s0;
    end
    else state <= next_state;
  end
  always @(state or x) begin
    case(state)
      s0: begin
           if(x == 0) next_state = s0;
           else       next_state = s1;
         end
      s1: begin
           if(x == 0) next_state = s2;
           else       next_state = s1;
         end
      s2: begin
           if(x == 0) next_state = s0;
           else       next_state = s3;
         end
      s3: begin
           if(x == 0) next_state = s2;
           else       next_state = s4;
         end
      s4: begin
           if(x == 0) next_state = s2;
           else       next_state = s5; 
         end
      s5: begin
           if(x == 0) next_state = s2;
           else       next_state = s6;
         end
      s6: begin
           if(x == 0) next_state = s0;
           else       next_state = s1;
         end
      default: next_state = s0;
    endcase
  end
  assign z = (state == s6)? 1:0;
endmodule
### run.sh
#!/bin/bash
# OpenROAD 26Q1-2900-gdf79404cd8, Yosys 0.63+post, stock flow scripts
make -C /OpenROAD-flow-scripts/flow DESIGN_CONFIG=/design/flow/config.mk WORK_HOME=/design/flow/orfs finish
==> impl_metrics.csv <==
group,metric,value,unit
final_layout,fillers,396,
grt,gr-total-overflow,0,
worst_setup_path,reg2reg_depth,2,
floorplanning,core.rowCount,21,
worst_setup_path,path_class,"reg -> out",
clock_tree,cts.path.max_buffers,2,
power,ir_drop,0.000232,V
power,p_leak,0.000147,µW
worst_setup_path,cp_slowest_cell,"clkdlybuf4s50_1",
synth,ys_warn_count,1,
worst_setup_path,worst-path-buf-inv,1,
worst_setup_path,r2r-end,"state[2]",
final_layout,largest_reg_flops,7,
worst_setup_path,startpoint,"state[3]",
clock_tree,path_clk_slew,0.05,ns
worst_setup_path,cp_max_fo,3,
grt,grt_max_degree,8,
synth,ys_seq_share,75.4,%
run_status,status,"finished, final reports clean",
placed_design,numPortBuffers,3,
final_layout,final_util,10.3,%
final_layout,final_common_cell,"dfrtp_1",
final_timing,skew,0.00707,ns
synth,syn_area,234,µm²
detailed_routing,ant_nets,0,
worst_setup_path,reg2reg_slack,0.74,ns
detailed_routing,drcViolationCount,0,
detailed_routing,wl_per_cell,6.37,µm
final_timing,holdWs,0.290,ns
final_timing,setup_viol,0,
clock_tree,cts-root-buf,"clkbuf_4",
clock_tree,htree_levels,1,
final_timing,period_needed,1.42,ns
worst_setup_path,cpPeakStageDelay,0.48,ns
detailed_routing,avgViaCountPerCell,2.07,
clock_tree,cts_tree,"yes",
final_layout,synthToLayoutAreaGrowth,49.7,%
floorplanning,die_area,6400,µm²
floorplanning,ios,4,
grt,track_usage,1.72,%
worst_setup_path,worst-path-stages,1,
floorplanning,initCoreUtil,6.85,%
synth,synth_cell_types,9,
grt,grt_pass1_wl,793,µm
worst_setup_path,start_kind,"flop",
final_layout,largest_register,"state",
clock_tree,numClockSinks,7,
clock_tree,cts_buffers,3,
final_timing,hold_viol_final,0,
run,warnings,25,
grt,grt_antenna_before_repair,0,
final_timing,max_freq,704,MHz
run,maxCapViolations,0,
synth,syn_inst,17,
final_timing,slew_viol_final,0,
synth,ys_cells,17,
final_layout,layout_top_cells,"dfrtp_1 (6), and2_1 (3), clkbuf_4 (3), clkdlybuf4s50_1 (3), nor2_1 (2)",
clock_tree,clk_latency,0.25,ns
detailed_routing,finalWirelength,452,µm
final_timing,relSlewSlack,82.7,%
worst_setup_path,crit_family,"buffers and inverters",
synth,ys_area,234,µm²
detailed_routing,dr_total_vias,147,
final_layout,layout-drive-gt1-share,20.8,%
power,power.density,1080,nW/µm²
final_timing,worstMarginPinSlew,0.257,ns
final_timing,fin_setup_tns,0,ns
synth,avgSynthCellArea,13.8,µm²
detailed_routing,drt_iter0_drc,14,
grt,grt_pass1_vias,174,
worst_setup_path,required,1.28,ns
clock_tree,cts_hold_buf,0,
placed_design,globalplace.congestion,0.703,
final_timing,period_used_share,88.7,%
worst_setup_path,critPathArrivalTime,1.10,ns
clock_tree,cts-resized-gates,0,
placed_design,dp_hpwl,332,µm
floorplanning,die_width,80,µm
detailed_routing,dr.pass1.iters,3,
worst_setup_path,path_cells,"clkdlybuf4s50_1",
placed_design,place_area,322,µm²
worst_setup_path,crit_path_end_kind,"output port",
floorplanning,die_h,80,µm
worst_setup_path,r2r_start,"state[4]",
final_layout,fin_area,350,µm²
clock_tree,cts_setup_buffers,0,
final_layout,reg_top3,"state x7",
final_timing,rsz0062_at_grt,"no",
power,finalPower,377,µW
floorplanning,core,3420,µm²
min_path,min_path_type,"in -> async",
worst_setup_path,cp-endpoint,"z",
synth,numSynthFlops,7,
-- cell usage after synthesis --
cell type / instances / area, µm²
and2_1: 3 / 18.8
and2_2: 1 / 7.51
dfrtp_1: 6 / 150
dfstp_2: 1 / 26.3
inv_1: 1 / 3.75
nor2_1: 2 / 7.51
nor3_1: 1 / 5.00
nor4_1: 1 / 6.26
o31a_1: 1 / 8.76
-- per-layer routing --
metal / GRT usage [%] / share of wire, % / vias up
met1: 1.76 / 46 / 68
met2: 1.85 / 34 / 9
met4: 0.352 / 0 / 0
met3: 2.61 / 21 / 0
met5: 0 / 0 / -
li1: - / - / 70
-- through the flow --
step	cells	worst slack [ns]
6_report	71	0.180
5_1_grt	70	0.114
4_1_cts	70	0.159
3_5_place_dp	66	0.430
3_3_place_gp	66	0.468
2_1_floorplan	17	0.825
-- worst min-delay path by stage --
stage                 cells past startpoint        to  slack [ns]  start
final                                     2  state[3]        0.29    rst
after global routing                      2  state[3]        0.32    rst
after CTS                                 2  state[3]        0.29    rst
-- cell type report --
type                    instances  area [µm²]  share of cell area [%]
multi-input cells               9        53.8                    15.4
diodes                          1        2.50                   0.714
clock buffers                   4        26.3                    7.50
inverters                       1        3.75                    1.07
flip-flops and latches          7         176                    50.4
repair buffers                  3        30.0                    8.57
well taps                      46        57.6                    16.4
-- report_power, final --
part	internal (µW)	switching [µW]	total [µW]
Combinational	12.5	10.9	23.4
Clock	95.0	62.0	157
Sequential	190	6.24	196
Total	298	79.1	377
-- logic make-up after synthesis --
kind of cell / count (synthesis) / share of synthesized area [%]
AOI/OAI and AO/OA: 1 / 3.74
buffers and inverters: 1 / 1.60
DFF: 7 / 75.4
and+or+nand+nor: 8 / 19.3
Power is estimated from default activity; no workload was simulated.
